**design.v**
```verilog
module ALU(
    input [7:0] a,
    input [7:0] b,
    input [2:0] op,
    input cin,
    output logic [7:0] result,
    output logic cout,
    output zero
);
always_comb begin
    case(op)
    3'b000: {cout, result} = {1'b0, a} + {1'b0, b};
    3'b001: {cout, result} = {1'b0, a} - {1'b0, b};
    3'b010: {cout, result} = {1'b0, !(a | b)};
    3'b011: {cout, result} = {1'b0, (a & b)};
    3'b100: {cout, result} = {1'b0, (a ^ b)};
    3'b101: {cout, result} = {1'b0, (a >> 1)};
    default: {cout, result} = 0;
    endcase
end
assign zero = ~(| result);
endmodule : ALU
module CallStack(
    input [9:0] din,
    input clk,
    input en,
    input sel,
    output [9:0] dout
);
reg [10:0] cscell [15:0];
reg [3:0] cspoint;
always_ff @(posedge clk) begin
    if(en && sel) begin
        cscell[cspoint] <= din;
        cspoint <= cspoint + 1;
    end
    if(en && !sel) begin
        cspoint <= cspoint - 1;
    end
end
assign dout = cscell[cspoint];
endmodule : CallStack
module ControlUnit(
    input [3:0] opcode,
    input flag_in,
    output logic [13:0] control_lines
);
wire [3:0] decoded_inst;
always_comb begin
    case(opcode)
    4'b0000: control_lines = 0;  
    4'b0001: control_lines = 14'b1000000010000;  
    4'b0010, 4'b0011, 4'b0100, 4'b0101, 4'b0110, 4'b0111: control_lines = 14'b00000100000100;  
    4'b1000: control_lines = 14'b00010001000000;  
    4'b1001: control_lines = 14'b00001000000100;  
    4'b1010: control_lines = 14'b00000000100000;  
    4'b1011: control_lines = {8'h00, flag_in, 5'h00};  
    4'b1100: control_lines = 14'b00000000100001;  
    4'b1101: control_lines = 14'b00000000101011;  
    4'b1110: control_lines = 14'b00100010000000;  
    4'b1111: control_lines = 14'b01000000000000;  
    endcase
end
endmodule : ControlUnit
module datapath(
    input clk,
    input logic [15:0] inst_bus,
    input logic [7:0] load_bus,
    input cs_en,
    input cs_sel,
    input flags_we,
    input flags_sel,
    input pc_in_sel,
    input pc_en,
    input pc_sync_rst,
    input pc_jmp,
    input rb_a_we,
    input rb_b_we,
    input rb_c_we,
    input alu_b_sel,
    input logic [1:0] reg_in_sel,
    output [7:0] store_bus,
    output [7:0] mem_addr_bus,
    output [9:0] inst_addr_bus,
    output flag_out
);
logic [7:0] reg_aout;
logic [7:0] reg_bout;
logic [1:0] alu_fout;
logic [7:0] alu_b;
logic [2:0] alu_op;
logic [7:0] reg_din;
logic [7:0] alu_res;
regfile RF(
    .din(reg_din),
    .aout(reg_aout),
    .bout(reg_bout),
    .asel(inst_bus[11:8]),
    .bsel(inst_bus[7:4]),
    .csel(inst_bus[3:0]),
    .a_we(rb_a_we),
    .b_we(rb_b_we),
    .c_we(rb_c_we),
    .clk(clk)
);
ALU ALU_inst(
    .result(alu_res),
    .a(reg_aout),
    .b(alu_b),
    .op(alu_op),
    .cout(alu_fout[1]),
    .zero(alu_fout[0])
);
flags flag_inst(
    .flag_out(flag_out),
    .din(alu_fout),
    .we(flags_we),
    .sel(flags_sel),
    .clk(clk)
);
always_comb begin
    case(alu_b_sel)
    1'b0: alu_b = reg_bout;
    1'b1: alu_b = inst_bus[7:0];
    endcase
end
always_comb begin
    case(inst_bus[15:12])
    4'b0010: alu_op = 0;
    4'b0011: alu_op = 1;
    4'b0100: alu_op = 2;
    4'b0101: alu_op = 3;
    4'b0110: alu_op = 4;
    4'b0111: alu_op = 5;
    default: alu_op = 0;
    endcase
end
always_comb begin
    case(reg_in_sel)
    2'b00: reg_din = alu_res; 
    2'b01: reg_din = inst_bus[7:0];
    2'b10: reg_din = load_bus[7:0];
    default: reg_din = 0;
    endcase
end
logic [9:0] pc_in;
logic [9:0] cs_stack_out;
always_comb begin
    case(pc_in_sel)
    1'b0: pc_in = inst_bus[9:0];
    1'b1: pc_in = cs_stack_out;
    endcase
end
program_counter PC(
    .en(pc_en),
    .din(pc_in),
    .dout(inst_addr_bus),
    .clk(clk),
    .jmp(pc_jmp),
    .sync_rst(pc_sync_rst)
);
CallStack C_Stack(
    .din(inst_addr_bus),
    .clk(clk),
    .en(cs_en),
    .sel(cs_sel),
    .dout(cs_stack_out)
);
assign store_bus = reg_bout;
assign mem_addr_bus = reg_aout + {{4{inst_bus[3]}}, inst_bus[3:0]};
endmodule : datapath
module flags(
    input [1:0] din,
    input clk,
    input we,
    input [1:0] sel,
    output logic flag_out
);
reg [1:0] flag;
always_ff @(posedge clk) begin
    if(we) begin
        flag <= din;
    end
end
always_comb begin
    case(sel)
    2'b00: flag_out = flag[0];
    2'b01: flag_out = flag[1];
    2'b10: flag_out = !(flag[0]);
    2'b11: flag_out = !(flag[1]);
    endcase
end
endmodule : flags
module program_counter(
    input [9:0] din,
    input clk,
    input en,
    input sync_rst,
    input jmp,
    output [9:0] dout
);
reg [9:0] pc;
always_ff @(posedge clk) begin
    if(en && !sync_rst) begin
        if(jmp) begin
            pc <= din;
        end
        if(!jmp) begin
            pc <= pc + 2;
    end
    if(sync_rst) begin
        pc <= 0;
    end
end
end
assign dout = pc;
endmodule : program_counter
module regfile(
    input wire [7:0] din,
    input wire [3:0] asel,
    input wire [3:0] bsel,
    input wire [3:0] csel,
    input wire clk,
    input wire b_we,
    input wire c_we,
    input wire a_we,
    output logic [7:0] aout,
    output logic [7:0] bout
);
reg [7:0] memreg [15:1];
always_ff @(posedge clk) begin
    if(a_we) begin
        memreg[asel] <= din;
    end
    if(b_we) begin
        memreg[bsel] <= din;
    end
    if(c_we) begin
        memreg[csel] <= din;
    end
end
always_comb begin
    case(asel)
    4'b0000: aout = 0;
    default: aout = memreg[asel];
    endcase
    case(bsel)
    4'b0000: bout = 0;
    default: bout = memreg[bsel];
    endcase
end
endmodule : regfile
module toplevel(
    input halt,
    input clk,
    input start,
    input [7:0] din_bus,
    input [15:0] inst_bus,
    output [7:0] dout_bus,
    output [7:0] mem_addr_bus,
    output [9:0] inst_addr_bus,
    output we,
    output clk_out
);
wire dp_fout;
reg enable;
always_ff @(posedge clk) begin
    if(start) begin
        enable <= 1;
    end
    if(cu_control_lines[13] || halt) begin
        enable <= 0;
    end
end
assign clk_out = clk;
datapath dp(
    .clk(clk),
    .load_bus(din_bus),
    .inst_bus(inst_bus),
    .store_bus(dout_bus),
    .mem_addr_bus(mem_addr_bus),
    .inst_addr_bus(inst_addr_bus),
    .flag_out(dp_fout),
    .cs_en(cu_control_lines[0]),
    .cs_sel(cu_control_lines[1]),
    .flags_we(cu_control_lines[2]),
    .flags_sel(inst_bus[11:10]),
    .pc_in_sel(cu_control_lines[3]),
    .pc_en(enable),
    .pc_sync_rst(cu_control_lines[13] || halt),
    .pc_jmp(cu_control_lines[5]),
    .rb_a_we(cu_control_lines[6]),
    .rb_b_we(cu_control_lines[7]),
    .rb_c_we(cu_control_lines[8]),
    .alu_b_sel(cu_control_lines[9]),
    .reg_in_sel(cu_control_lines[11:10])
);
logic [13:0] cu_control_lines;
logic [13:0] intermediate_control_lines;
always_comb begin
    case(enable)
    1'b0: cu_control_lines = 0;
    1'b1: cu_control_lines = intermediate_control_lines;
    endcase
end
ControlUnit cu(
    .opcode(inst_bus[15:12]),
    .control_lines(intermediate_control_lines),
    .flag_in(dp_fout)
);
assign we = cu_control_lines[13];
endmodule : toplevel
```
**run.sh**
```bash
#!/bin/bash
# OpenROAD 26Q1-2900-gdf79404cd8, Yosys 0.63+post, stock flow scripts
make -C /OpenROAD-flow-scripts/flow DESIGN_CONFIG=/design/flow/config.mk WORK_HOME=/design/flow/orfs finish
```
**config.mk**
```make
export PLATFORM = sky130hd
export DESIGN_NAME = toplevel
export DESIGN_NICKNAME = toplevel
export VERILOG_FILES = /design/flow/design.v
export SDC_FILE = /design/flow/constraint.sdc
export NUM_CORES = 4
export LEC_CHECK = 1
export CORE_UTILIZATION = 30
```
**constraint.sdc**
```tcl
current_design toplevel

set clk_period 9.8
set clk_io_pct 0.2

create_clock -name clk0 -period $clk_period [get_ports {clk}]

set non_clock_inputs [all_inputs -no_clocks]
set_input_delay [expr $clk_period * $clk_io_pct] -clock clk0 $non_clock_inputs
set_output_delay [expr $clk_period * $clk_io_pct] -clock clk0 [all_outputs]
```
==> flow_summary.json <==
{
  "met1Wirelength_um": 14570,
  "rows": 80,
  "cp_max_fo": 24,
  "dp_hpwl_um": 25340,
  "die_h_um": 222.9,
  "max_freq_ghz": 0.1245,
  "synthesis.instances": 937,
  "wl_met2_um": 16940,
  "yosysUniqueCellTypes": 62,
  "routed_via_density": 5.198,
  "cts-hold-fix-buffers": 0,
  "r2r_start": "enable$_SDFFE_PP0P_",
  "place.gp.congestion": 0.9389,
  "cts_tree": "done",
  "lay_top_count": "edfxtp_1",
  "tns_ns": 0,
  "overflow": 0,
  "maxCapViolations": 0,
  "worstSetupPathType": "in -> out",
  "port_buffers": 53,
  "chipWidth_um": 222.9,
  "grt_use_total_pct": 16.45,
  "insertion_delay_ns": 0.69,
  "yosysChipArea_sq_um": 14650,
  "layout_top_cells": "edfxtp_1 (296), mux4_2 (98), nor2_1 (68)",
  "synth_area_sq_um": 14650,
  "tightestPinTransition_ns": 0.8689,
  "warnings": 35,
  "pwr_density_cell_nw_per_um2": 177.3,
  "areaGrowthSynthToFinish_pct": 16.56,
  "vdd_drop_max_mv": 0.1309,
  "vias": 8649,
  "relSlewSlack_pct": 41.82,
  "ys_cells": 937,
  "worstPathArrival_ns": 6.07,
  "min_from": "dp.C_Stack.cspoint[0]$_DFFE_PN_",
  "ys_seq_share_pct": 61.38,
  "rsz0062_at_grt": "false",
  "antennaDiodeCount": 0,
  "grt_pass1_wl_um": 57100,
  "period_used_pct": 81.96,
  "first_pass_iters": 5,
  "finalHoldViolCount": 0,
  "clock_skew_ns": 0.01142,
  "drtIter0Drc": 593,
  "path_clk_slew_ns": 0.06,
  "cts_resized": 0,
  "final-setup-viol-count": 0,
  "timing.critical_path.from": "inst_bus[8]",
  "worst_setup_path_start_kind": "primary input",
  "drc": 0,
  "worstPathRequired_ns": 7.84,
  "slew_viol_final": 0,
  "async_flop_share_pct": 0,
  "place_ws_ns": 1.652,
  "wl_met3_um": 4717,
  "p_leak_nw": 5.776,
  "fp_util_pct": 30.55,
  "wire_per_inst_um": 22.41,
  "core_sq_um": 47950,
  "critPathCaptureType": "output port",
  "die-area_sq_um": 49700,
  "grt_start_max_net_pins": 42,
  "ios": 55,
  "layout_setup_ws_ns": 1.768,
  "postRouteAntennaNets": 0,
  "numSynthFlops": 301,
  "highest_layer": "met5",
  "avgSynthCellArea_sq_um": 15.63,
  "ys_warn_count": 10,
  "status": "completed",
  "holdCritPathClass": "reg -> reg",
  "synth-edff-count": 296,
  "antenna_found_initial": 0,
  "finalWirelength_um": 37300,
  "grt_pass1_vias": 9136,
  "ys.flop_type": "edfxtp_1",
  "post-cts-setup-buffer-count": 0,
  "post_route_cells_drive_above_1_share_pct": 21.64,
  "fin_crit_ns": 8.032
}
==> cell usage after synthesis, drive strengths merged (3+ instances only) <==
library cell,instances,area share [%]
dfxtp,5,0.68
clkbuf,32,0.82
fa,3,0.41
inv,35,0.90
a21oi,42,1.4
nand4,7,0.30
a22oi,13,0.67
mux2,11,0.90
a31oi,10,0.43
xor2,9,0.54
nand3,12,0.41
o211ai,5,0.29
a22o,4,0.24
mux2i,33,2.4
xnor2,18,1.1
ha,35,3.0
a211oi,9,0.46
nor2,68,1.7
buf,23,1.0
o21ai,33,1.1
edfxtp,296,61
nand2b,10,0.43
nor2b,11,0.47
and2,3,0.13
a21o,13,0.68
nor3,10,0.34
mux4,98,15
a221oi,5,0.34
nor4,3,0.13
or3,4,0.17
nand2,53,1.4
o21bai,3,0.15
==> report_power, final <==
part	internal, mW	switching [mW]	total [mW]
Combinational	0.163	0.241	0.404
Sequential	1.48	0.0109	1.49
Clock	0.642	0.488	1.13
==> sequential cells by signal (all words and copies together), names as in the netlist, named ones only <==
| register | cells |
|---|---|
| dp.C_Stack.cscell | 160 |
| dp.C_Stack.cspoint | 4 |
| dp.PC.pc | 10 |
| dp.RF.memreg | 120 |
| dp.flag_inst.flag | 2 |
| enable | 1 |
==> worst paths after layout <==
check | cells after the start | slack (ns) | to
max | 17 | 1.77 | mem_addr_bus[7]
min | 1 | 0.57 | flop
max reg2reg | 16 | 4.82 | dp.RF.memreg[8][5]$_DFFE_PP_
min reg2reg | 1 | 0.57 | flop
==> cell type report <==
class                           count  area, sq um
Sequential cell                   301         8991
Clock inverter                     19        108.9
Fill cell                        4391        30880
Inverter                           35        131.4
Multi-Input combinational cell    546         5280
Timing Repair Buffer              105        898.4
Tap cell                          615        769.5
Clock buffer                       43        890.9
==> kinds of logic after synthesis <==
family,synth area share (%)
mux,18.33
flops,61.38
simple gates,6.057
compound gates,6.442
fa+ha+maj,3.400
xor+xnor,1.615
buf+inv,2.751
other cells,0.02561
==> per-stage QoR <==
step           utilization, %  hold slack [ns]  total power, mW  std cells  instance area [sq um]
6_report                35.60           0.5703            3.027       1664                  17070
3_5_place_dp            33.54           0.5552            1.929       1603                  16080
4_1_cts                 35.60           0.5687            3.051       1664                  17070
2_1_floorplan               -           0.5071            1.771        937                  14650
5_1_grt                 35.60           0.6147            3.151       1664                  17070
3_3_place_gp            33.54           0.5601            1.929       1603                  16080
==> critical path, cell delays in order <==
cell and delay [ns]:
buf_2 0.38, buf_4 0.49, mux2i_1 0.24, a21oi_1 0.08, mux4_2 0.57, nand2_1 0.22
inv_1 0.12, ha_1 0.29, a21o_1 0.16, a21oi_1 0.21, o21bai_1 0.09, a21oi_1 0.22
nor2b_1 0.07, o21ai_0 0.19, nand2b_1 0.10, xnor2_1 0.19, clkdlybuf4s50_1 0.49
==> metal layers <==
layer | track usage [%] | vias up
li1 | - | 3893
met1 | 22.09 | 4222
met2 | 24.32 | 462
met3 | 8.850 | 70
met4 | 3.782 | 2
met5 | 1.075 | -
Power figures rest on the tool's default switching activity, not on a simulated workload.
